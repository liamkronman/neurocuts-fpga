### flow/design.v
package tree_constants;
    parameter TOTAL_NODES = 24997;
    parameter TOTAL_RULES = 22788;
    parameter MAX_CHILDREN_PER_NODE = 32;
    parameter MAX_RULES_PER_NODE = 16;
endpackage
module stack#(
    parameter STACK_SIZE = 100,
    parameter DATA_WIDTH = 8
) (
    input logic clk,
    input logic reset,
    input logic push,
    input logic pop,
    input logic[DATA_WIDTH-1:0] data_in,
    output logic[DATA_WIDTH-1:0] data_out,
    output logic just_popped,
    output logic full,
    output logic empty
);
    logic [DATA_WIDTH-1:0] stack_memory[0:STACK_SIZE-1];
    logic [31:0] top = 0;
    always_comb begin
        full = top >= STACK_SIZE;
        empty = (top == 0);
    end
    always_ff@ (posedge clk) begin
        if (reset) begin
            top <= 0;
            just_popped <= 0;
        end
        else if (push && !full) begin
            top <= top + 1;
            stack_memory[top] <= data_in;
            just_popped <= 0;
        end
        else if (pop && !empty) begin
            just_popped <= 1;
            data_out <= stack_memory[top - 1];
            top <= top - 1;
        end
        else begin
            just_popped <= 0;
        end
    end
endmodule
### flow/run.sh
#!/bin/bash
# OpenROAD 26Q1-2900-gdf79404cd8, Yosys 0.63+post, stock flow scripts
make -C /OpenROAD-flow-scripts/flow DESIGN_CONFIG=/design/flow/config.mk WORK_HOME=/design/flow/orfs finish
### flow/config.mk
export PLATFORM = sky130hd
export DESIGN_NAME = stack
export DESIGN_NICKNAME = stack
export VERILOG_FILES = /design/flow/design.v
export SDC_FILE = /design/flow/constraint.sdc
export NUM_CORES = 4
export LEC_CHECK = 1
export CORE_UTILIZATION = 50
### flow/constraint.sdc
current_design stack

set clk_period 25.8
set clk_io_pct 0.2

create_clock -name clk0 -period $clk_period [get_ports {clk}]

set non_clock_inputs [all_inputs -no_clocks]
set_input_delay [expr $clk_period * $clk_io_pct] -clock clk0 $non_clock_inputs
set_output_delay [expr $clk_period * $clk_io_pct] -clock clk0 [all_outputs]
==> flow_summary.json <==
{
  "cts.sinks": 841,
  "cp-start-kind": "register",
  "antenna_found_initial": 0,
  "drt_wl_total_mm": 76.7,
  "hp-class": "reg2reg",
  "status": "finished clean",
  "cp_top_family": "simple AND/OR/NAND/NOR gates",
  "dr.pass1.iters": 6,
  "max_freq_ghz": 0.120,
  "drt_iter0_drc": 1228,
  "topCellsByArea": "edfxtp_1 (74%), mux4_2 (15%), dfxtp_1 (2.0%), nor2_1 (1.7%), mux2i_1 (0.73%)",
  "warnings": 28,
  "drive_gt1_share_pct": 24.3,
  "num_io_pins": 23,
  "tightest_slew_ns": 1.06,
  "coreArea_mm2": 0.0648,
  "clk_pin_slew_ns": 0.06,
  "grt_usage_pct": 26.9,
  "setup_tns_ns": 0,
  "yosys_area_mm2": 0.0330,
  "edf_count": 808,
  "initial_utilization_pct": 50.9,
  "path_max_fanout": 29,
  "vias_per_cell": 6.09,
  "period_minus_slack_ns": 8.31,
  "common_cells": "edfxtp_1 (808), mux4_2 (216), nor2_1 (150), nand2_1 (56), clkbuf_1 (50)",
  "p_per_area_mw_per_mm2": 115,
  "cts_root_buffer": "clkbuf_16",
  "maxSlewHeadroom_pct": 28.8,
  "gp_congestion": 0.906,
  "hold_buffers": 0,
  "grt_max_degree": 121,
  "fp.dieH_um": 259,
  "chip_area_mm2": 0.0670,
  "drtAntennaViolNets": 0,
  "synth_top_flop_cell": "edfxtp_1",
  "p_leak_nw": 11.4,
  "synthCells": 1628,
  "num_antenna_cells": 0,
  "fin_skew_ns": 0.0360,
  "max_stage_delay_ns": 0.68,
  "path_buffers": 2,
  "cp_cell_sequence": "inv_1 > ha_4 > nand3_1 > nor4_1 > clkdlybuf4s50_1",
  "crit_arrival_ns": 3.15,
  "crit_path_top_delay_cell": "nor4_1",
  "yosysSeqAreaShare_pct": 75.5,
  "finalSetupViolCount": 0,
  "synth_flops": 841,
  "synthArstFlopShare_pct": 0,
  "rows": 93,
  "rsz0062_at_grt": "no",
  "post-cts-setup-buffers": 0,
  "synth.distinct_cells": 54,
  "cts_buffers": 85,
  "cts.htree.levels": 3,
  "drc": 0,
  "hold_viol_final": 0,
  "fin_crit_sh_pct": 32.2,
  "slew_viol_final": 0,
  "wl_per_cell_um": 29.4,
  "top_cell": "edfxtp_1",
  "syn_avg_cell_area_um2": 20.3,
  "grt_pass1_vias": 17726,
  "ir_drop_mv": 0.0999,
  "yosysTopAreaCell": "edfxtp_1",
  "top_area_share_pct": 73.5,
  "cts_resized": 0,
  "synth_area_mm2": 0.0330,
  "power_w": 0.00427,
  "clk_latency_ns": 0.63,
  "worstSetupEndpointType": "primary output",
  "hpwlAfterDp_mm": 45.8,
  "ys_warn_count": 1,
  "die_width_um": 259,
  "path_class": "reg2out",
  "vias": 15899,
  "grt_pass1_wl_mm": 115,
  "synthToLayoutAreaGrowth_pct": 12.2,
  "required_ns": 20.64,
  "numPortBuffers": 22,
  "cts_tree": "yes",
  "gr-total-overflow": 0,
  "ys_cells": 1628,
  "clk_path_buf_depth": 3,
  "cap_viol_max_count": 0
}
[path summary, 6_finish.rpt]
kind,end,startpoint,cells past startpoint,slack [ns]
setup / recovery,empty,top[0]$_SDFFE_PP0P_,5,17.49
hold / removal,top[15]$_SDFFE_PP0P_,top[15]$_SDFFE_PP0P_,2,0.49
setup reg to reg,data_out[0]$_DFFE_PP_,top[0]$_SDFFE_PP0P_,9,20.95
hold reg to reg,top[15]$_SDFFE_PP0P_,top[15]$_SDFFE_PP0P_,2,0.49
[layout make-up]
type                       instances  area [µm²]
clock inverter                    56         531
inverter                           6        22.5
multi-input combinational        690        7690
clock buffer                     100        2260
fill                            4643       27800
sequential                       841       24900
timing repair buffer              63         533
tap                              855        1070
[worst register-to-register path, delay by kind of cell (launching register included)]
family	cells	cell delay, ns
buffers and inverters	3	1.43
and+or+nand+nor	3	1.07
DFF	1	0.69
adders and majority gates	1	0.64
muxes	1	0.55
AOI/OAI and AO/OA	1	0.20
[layout by cell type, fill, tap and decap left out, types with 6 or more instances in the layout]
cell type	synthesis	routed
edfxtp_1	808	808
mux4_2	216	216
nor2_1	150	150
clkbuf_16	0	88
nand2_1	56	56
buf_4	3	47
dfxtp_1	33	32
mux2i_1	24	24
o22ai_1	24	24
nor3_1	20	20
xnor2_1	20	18
a211oi_1	18	18
clkinv_2	0	18
nor4_1	16	16
mux2_2	16	16
a21oi_1	15	15
clkinv_1	0	15
clkdlybuf4s50_1	0	14
nand3_1	13	13
xor2_1	12	12
clkbuf_1	50	11
and2_1	9	9
o21ai_0	9	9
a21boi_0	8	8
a2111oi_0	8	8
bufinv_16	0	8
nand4_1	7	7
inv_1	6	6
nor2b_1	6	6
[through the flow]
step | hold slack [ns] | setup slack (ns) | cells | area (µm²) | util, %
after floorplan | 0.454 | 18.32 | 1628 | 33000 | -
after global placement | 0.474 | 16.93 | 2455 | 34200 | 52.8
after detailed placement | 0.485 | 16.88 | 2455 | 34200 | 52.8
after CTS | 0.492 | 17.52 | 2611 | 37000 | 57.1
after global routing | 0.524 | 17.29 | 2611 | 37000 | 57.1
final | 0.488 | 17.49 | 2611 | 37000 | 57.1
[cell families after synthesis]
kind of cell,synth area share [%]
flip-flops,75.5
AND/OR/NAND/NOR,4.26
multiplexers,16.0
AND-OR/OR-AND,2.02
buffers and inverters,1.26
XOR/XNOR,0.849
adder cells (fa/ha/maj),0.0758
[where the power goes]
group          switching, W  total (W)  internal [W]
Sequential        0.0000495    0.00160       0.00155
Combinational      0.000822    0.00145      0.000632
Clock              0.000510    0.00122      0.000710
[metal layers]
layer	part of all wire, %	track usage (%)	vias to the layer above	wire length (µm)
met5	0	0	-	0
met4	2.0	4.45	0	1530
met3	16	19.6	102	12400
met2	46	36.7	1021	35400
met1	36	39.7	7947	27400
li1	-	-	6829	-
[state kept, by name, indices dropped and copies added (netlist names)]
register      flops
top              32
just_popped       1
stack_memory    800
data_out          8
Power is estimated from default activity; no workload was simulated.
